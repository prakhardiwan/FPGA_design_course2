[/design/flow/config.mk]
export PLATFORM = sky130hd
export DESIGN_NAME = FullAdd4
export DESIGN_NICKNAME = FullAdd4
export VERILOG_FILES = /design/flow/design.v
export SDC_FILE = /design/flow/constraint.sdc
export NUM_CORES = 4
export LEC_CHECK = 1
export CORE_AREA = 10 10 70 70
export DIE_AREA = 0 0 80 80
[/design/flow/constraint.sdc]
current_design FullAdd4

set clk_period 3.0
set clk_io_pct 0.2

create_clock -name clk0 -period $clk_period

set non_clock_inputs [all_inputs -no_clocks]
set_input_delay [expr $clk_period * $clk_io_pct] -clock clk0 $non_clock_inputs
set_output_delay [expr $clk_period * $clk_io_pct] -clock clk0 [all_outputs]
[/design/flow/design.v]
module FullAdd4(                	
    input [3:0] A, B,
    input Cin, 			
    output [3:0] Sum,
    output Cout);          	          	
	assign {Cout, Sum}= A + B + Cin;
endmodule  
[/design/flow/run.sh]
#!/bin/bash
# OpenROAD 26Q1-2900-gdf79404cd8, Yosys 0.63+post, stock flow scripts
make -C /OpenROAD-flow-scripts/flow DESIGN_CONFIG=/design/flow/config.mk WORK_HOME=/design/flow/orfs finish
==> results.cfg <==
; synthesis and place-and-route metrics
[die]
die_y_um = 80
fp_util_pct = 4.21
fp.dieW_um = 80
coreArea_sq_um = 3420
dieArea_sq_um = 6400
placementRows = 21
io_pins = 14

[synth]
synth.distinct_cells = 9
top_area_share_pct = 27.8
top_area_cell = fa_1
yosys_warnings = 0
yosys-stat-area_sq_um = 144
synth_area_per_cell_sq_um = 8.99
synthTopCellsByArea = fa_1, ha_1, xnor2_1, inv_1, a21oi_2
synth.cell_area_sq_um = 144
ys_cells = 16
synthCells = 16
ys_seq_share_pct = 0

[layout]
clkbuf_count = 0
syn2layout_area_growth_pct = 141
seqCellArea_sq_um = 0
drive_gt1_share_pct = 13.3
design_area_sq_um = 347
lay_top_count = clkdlybuf4s50_1
design.seq.count = 0
lay_top_cells = clkdlybuf4s50_1, inv_1, ha_1
num-fill-cells = 405

[routing]
wl_per_cell_um = 6.71
drt_iter0_markers = 2
viasPerCell = 2.03
drc = 0
wirelength_um = 510
vias = 154
antenna_cells = 0
first_pass_iters = 2
ant_nets = 0

[setup_path]
crit_path_end_kind = output pin
critical_path_class = input pin to output pin
crit_arrival_ns = 2.26
crit_fanout = 2
cp_data_required_time_ns = 2.40
cp-start-kind = input pin

[pwr]
vdd_drop_max_uv = 19.1
power_uw = 57.3
powerDensity_nw_per_um2 = 165
leakage_uw = 0.000144

[placement]
portBuffers = 14
post-place-ws_ns = -0.0945
dpl_cell_area_sq_um = 342
gp_congestion = 0.738

[sta]
tns_ns = 0
maxSlewHeadroom_pct = 90.9
fmax_mhz = 350
fin_crit_sh_pct = 95.4
hold_viol = 0
rsz0062_at_grt = no
setup_violations = 0
finalCriticalPeriod_ns = 2.86
hold_ws_ns = 1.97
setup_ws_ns = 0.139
slew_viol_final = 0
tightest_slew_ns = 0.136

[global_routing]
antenna_found_initial = 0
overflow = 0
gr-usage-all-layers_pct = 1.41
grt_max_degree = 4
grt_pass1_vias = 152
grt_pass1_wl_um = 710

[cts]
postCtsSetupBuffers = 0
ctsHoldBuffers = 0

[min_path]
hp-class = input pin to output pin

[flow_run]
tool_warnings = 35
drv_cap = 0

[outcome]
status = finished clean
[routing by layer]
| metal | part of all wire (%) | global-route usage (%) | vias up |
|---|---|---|---|
| met5 | 0 | 0 | - |
| li1 | - | - | 78 |
| met2 | 28 | 1.77 | 12 |
| met3 | 31 | 1.59 | 0 |
| met4 | 0 | 0 | 0 |
| met1 | 41 | 1.66 | 64 |
[cell families after synthesis]
family	Yosys count	share of synthesized area [%]
and+or+nand+nor	2	8.70
adders and majority gates	5	53.9
xor gates and xnor gates	2	12.2
buffers and inverters	4	10.4
AOI/OAI and AO/OA	3	14.8
[synthesized netlist by cell type (all sizes together)]
| master | count |
|---|---|
| inv | 4 |
| a21o | 1 |
| o21ai | 1 |
| a21oi | 1 |
| fa | 2 |
| nand2b | 1 |
| nor2b | 1 |
| xnor2 | 2 |
| ha | 3 |
[cell type report]
class	count	area [sq um]	share of cell area, %
multi-input combinational	12	134	38.6
timing repair buffer	14	140	40.4
tap	46	57.6	16.6
inverter	4	15.0	4.33
[worst max-delay path, stage by stage]
cell and delay, ns:
dlygate4sd2_1 0.25, fa_2 0.40, inv_2 0.07, fa_2 0.42, inv_1 0.06, clkdlybuf4s50_1 0.46
[where the power goes]
group,leakage [uW],internal [uW],switching [uW]
registers,0,0,0
logic,0.000144,40.3,17.1
clock network,0,0,0
total,0.000144,40.3,17.1
[metrics by stage]
| stage | std cells | util (%) |
|---|---|---|
| 4_1_cts | 76 | 10.1 |
| 3_5_place_dp | 76 | 10.0 |
| 2_1_floorplan | 16 | - |
| 5_1_grt | 76 | 10.1 |
| 6_report | 76 | 10.1 |
| 3_3_place_gp | 76 | 10.0 |
[final timing paths]
check                 startpoint      to  cells past startpoint
worst min-delay path        A[0]  Sum[0]                      3
worst max-delay path         Cin  Sum[1]                      6
[what timing repair did]
action                                  4_1_cts  5_1_grt
cloned                                        0        0
endpoints found under the setup margin        4        4
pin swaps                                     1        2
gates resized                                 4        3
Power figures rest on the tool's default switching activity, not on a simulated workload.
