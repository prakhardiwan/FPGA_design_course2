## flow/config.mk

```make
export PLATFORM = sky130hd
export DESIGN_NAME = RAM128x32
export DESIGN_NICKNAME = RAM128x32
export VERILOG_FILES = /design/flow/design.v
export SDC_FILE = /design/flow/constraint.sdc
export NUM_CORES = 4
export LEC_CHECK = 1
export CORE_UTILIZATION = 40
```

## flow/constraint.sdc

```tcl
current_design RAM128x32

set clk_period 63.8
set clk_io_pct 0.2

create_clock -name clk0 -period $clk_period [get_ports {clk}]

set non_clock_inputs [all_inputs -no_clocks]
set_input_delay [expr $clk_period * $clk_io_pct] -clock clk0 $non_clock_inputs
set_output_delay [expr $clk_period * $clk_io_pct] -clock clk0 [all_outputs]
```

## flow/design.v

```verilog
module RAM128x32 #(
  parameter Data_width = 32,   
            Addr_width = 7   
  )
  (   
    input wire clk,
    input wire we,
    input wire [(Addr_width-1):0] address, 
    input wire [(Data_width-1):0] d,
    output wire [(Data_width-1):0] q
  );
reg [Data_width-1:0] array_reg[2**Addr_width-1:0];
always @(posedge clk)
	if(we) 
		array_reg[address] <= d;
assign q = array_reg[address];
endmodule
```

## flow/run.sh

```bash
#!/bin/bash
# OpenROAD 26Q1-2900-gdf79404cd8, Yosys 0.63+post, stock flow scripts
make -C /OpenROAD-flow-scripts/flow DESIGN_CONFIG=/design/flow/config.mk WORK_HOME=/design/flow/orfs finish
```

==> impl_results.rst <==
Implementation results
======================

.. list-table::
   :header-rows: 1

   * - Metric
     - Value
   * - Status
     - finished clean
   * - Post-synthesis compound-gate area fraction
     - 12.9%
   * - Worst hold path cell count
     - 1
   * - Quantity of I/O buffers inserted on ports
     - 72
   * - Main area contributors
     - edfxtp_1, a221oi_1, a22oi_1
   * - # resized after CTS
     - 0
   * - Number of clock sinks seen by CTS
     - a little over 4,000
   * - Setup violators final
     - 0
   * - First-iteration detailed-routing DRC count
     - between 8,000 and 9,000
   * - Arrival time at the worst endpoint
     - slightly below 20 ns
   * - Yosys Instances
     - 8,922
   * - Top achievable clock speed
     - about 30 MHz
   * - Clock transition at path regs
     - approximately 0.060 ns
   * - TNS Setup
     - 0 ns
   * - Cell type with the largest total area
     - edfxtp_1
   * - Clock root buffer
     - clkbuf_16
   * - Cell repeated most along the worst path
     - buf_4
   * - Final WL
     - 574 mm
   * - Number of buffer and inverter instances along the worst setup path
     - 7
   * - CTS tree
     - done
   * - Internal Power
     - around 4.4 mW
   * - Total number of vias
     - around 95,000
   * - Yosys stat chip area
     - about 160,000 sq um
   * - Most frequent cells after synthesis
     - edfxtp_1, a221oi_1, a22oi_1
   * - Count of warnings emitted by yosys
     - 1
   * - CP max stage cell
     - a211oi_1
   * - Mean instance size in the synthesized netlist
     - approximately 18 sq um
   * - Relative max-transition margin
     - between 1 and 1.5%
   * - Length of the first detailed-routing pass in iterations
     - 27
   * - Number of standard cells after synthesis
     - roughly 8,900
   * - Area of the placeable core
     - 389,000 sq um
   * - Part of the Yosys area used for sequential elements
     - between 70% and 80%
   * - Unrepaired setup endpoints after global routing
     - no
   * - Warning total across the stage logs
     - 27
   * - Share of async-settable or async-resettable flops after synthesis
     - 0%
   * - Required @ worst endpoint
     - 51.04 ns
   * - Most popular library cell in the synthesized design by count
     - edfxtp_1
   * - Clk network pwr share
     - roughly two fifths
   * - Synthesized-area fraction occupied by adder cells
     - 0%
   * - Area growth from synthesis to layout
     - 14.4%
   * - Die width
     - ~630 microns
   * - Remaining design rule violation count
     - 0
   * - Flops & latches, synth
     - a little over 4,000
   * - Switching power as a share of total power
     - 22.9%
   * - Cts bufs inserted
     - approximately 410
   * - First-pass GRT wire length
     - a little under 800 mm
   * - Post-Synth Simple-Gate Area
     - 2.74%
   * - Total design power
     - approximately 5.7 mW
   * - Fraction of power consumed by combinational cells
     - under 10%
   * - Actual transition at the worst max-transition pin
     - between 1 and 1.5 ns
   * - Shortest clock period the worst path allows after layout
     - roughly 33 ns
   * - Final Max Tran Viols
     - 0
   * - Sequential share of power
     - a little over half
   * - Startpoint types
     - input pin
   * - Number of standard cells in the layout, taps in and fillers out
     - roughly 15,000
   * - Worst setup path class
     - input pin to primary output
   * - Flip-flops with a built-in enable
     - between 4,000 and 5,000
   * - Crit path cell chain
     - buf_8, buf_4, buf_4, buf_4, buf_4, nand3b_1, a21oi_1, a2111o_1, a211oi_1, o2111ai_1, buf_4, or4b_1, clkdlybuf4s50_1
   * - Number of buffers added for setup after CTS
     - 0
   * - Power dissipated by switching net loads
     - 1.31 mW
   * - Leak
     - 54.9 nW
   * - Endpoint type of the worst setup path
     - primary output
   * - Final RePlAce weighted congestion
     - slightly below 1
   * - Post-synthesis share of cell area spent on xor and xnor gates
     - 0%
   * - Site row count
     - approximately 230
   * - Total power divided by cell area
     - around 32 nW/um^2
   * - H-Tree Depth
     - 5
   * - Final critical-path setup slack
     - between 30 and 40 ns
   * - Largest net degree at the start of global routing
     - about 97
   * - Count of max-cap constraint violations
     - 0
   * - Tightest hold margin
     - approximately 12 ns
   * - Area enclosed by the die boundary
     - between 300,000 and 400,000 sq um
   * - Proportion of layout cells with a drive suffix above 1
     - 17.7%
   * - Cell area after placement
     - about 170,000 sq um
   * - Average routed wire per standard cell
     - 38.8 microns
   * - Detailed placement HPWL
     - 338 mm
   * - Io pins
     - ~73
   * - Final hold violations
     - 0
   * - Maximum resistive drop on vdd
     - around 24 uV
   * - Vias in the first global route
     - 99,600
   * - Largest stage delay, worst path
     - around 1 ns
   * - Die extent in y
     - approximately 630 microns
   * - Area fraction in mux cells
     - between 3 and 4%
   * - Inst Count DP
     - around 14,000
   * - Dominant combinational cell family by area after synthesis
     - AND-OR/OR-AND gates
   * - Layout filler cell count
     - roughly 32,000
   * - Cell type group with the largest total delay on the critical path
     - buffers and inverters
   * - Combined area of all synthesized cells
     - between 150,000 and 200,000 sq um
   * - End-of-flow core utilization
     - between 40% and 50%
   * - Overall global routing resource usage
     - approximately a third
   * - Total grt overflow
     - 0
   * - Number of flip-flops in the largest register
     - 4,096
   * - Design Area, Final
     - ~180,000 sq um
   * - Maximum number of buffers from clock root to sink
     - 4
   * - Post-cts hold-fix buffer tally
     - 0
   * - Period utilization
     - roughly half
   * - Unique cell type count in the Yosys netlist
     - ~75
   * - Top cell type's share of synthesized area
     - 78.5%
   * - Largest fanout of any net on the critical path
     - approximately 52
   * - Top flip-flop cell by instance count after synthesis
     - edfxtp_1
   * - Initial Utilization
     - between 40% and 50%
   * - Worst Setup Slack post-DPL
     - between 30 and 40 ns
   * - Post-DR vias/cell
     - approximately 6.4
   * - Path category of the worst min-delay check
     - input pin to flip-flop
   * - Count of antenna-violating nets left after detailed routing
     - 0
   * - Antenna violations before repair
     - between 50 and 60
   * - Cell count along the critical path
     - 13
-- path summary, 6_finish.rpt --
| path | from | to | slack, ns |
|---|---|---|---|
| worst max-delay path | address[0] | q[15] | 31.28 |
| worst min-delay path | d[16] | array_reg[92][16] | 12.14 |
-- placed cells by master (no fill, tap or decap), drive strengths merged, types with 241 or more instances in the layout --
master and instances:
edfxtp 4096, a221oi 847, buf 564, clkbuf 499, a22oi 468, a21oi 425, o21ai 326, nor2 291
mux2 279, nand2 241
-- layer usage --
metal,up-vias,track usage (%),part of all wire [%],routed length (microns)
met3,1590,31.5,22,128000
met5,-,11.9,0.95,5470
met4,135,16.2,6.8,38900
met1,46400,31.1,28,160000
li1,38100,-,-,-
met2,8591,42.0,42,242000
-- cells by family after synthesis --
group,after synthesis
AND-OR/OR-AND,2731
buffers and inverters,734
flip-flops,4096
multiplexers,476
AND/OR/NAND/NOR,885
-- power groups by stage --
stage / registers [mW] / clock network [mW] / logic (mW)
after CTS: 2.97 / 2.38 / 0.358
after global routing: 2.97 / 2.47 / 0.383
final: 2.97 / 2.36 / 0.373
-- final cells by class --
| class | count | area, sq um | area share (%) |
|---|---|---|---|
| Clock inverter | 251 | 2270 | 1.27 |
| Inverter | 7 | 50.0 | 0.0279 |
| Timing Repair Buffer | 598 | 4740 | 2.65 |
| Clock buffer | 499 | 10800 | 6.02 |
| Tap cell | 5197 | 6500 | 3.63 |
| Sequential cell | 4096 | 123000 | 68.7 |
| Antenna cell | 59 | 148 | 0.0824 |
| Multi-Input combinational cell | 4092 | 31600 | 17.7 |
Power figures rest on the tool's default switching activity, not on a simulated workload.
