==> flow/design.v <==
module LS161a(
    input [3:0] D,         
    input CLK,             
    input CLR_n,           
    input LOAD_n,          
    input ENP,             
    input ENT,             
    output [3:0]Q,         
    output RCO             
);
reg [3:0]temp;
wire x;
and and1(x, ENT, ENP);
always @(negedge CLR_n or posedge CLK)
	begin
		if (!CLR_n)		
			temp <= 4'b0000;
		else if (!LOAD_n)
			temp <= D;
		else if (LOAD_n)
			if(x==1) 
				temp = temp+1;
	end
	assign Q = temp;
	assign RCO = ENT & (&Q); 
endmodule 
==> flow/run.sh <==
#!/bin/bash
# OpenROAD 26Q1-2900-gdf79404cd8, Yosys 0.63+post, stock flow scripts
make -C /OpenROAD-flow-scripts/flow DESIGN_CONFIG=/design/flow/config.mk WORK_HOME=/design/flow/orfs finish
==> flow/config.mk <==
export PLATFORM = sky130hd
export DESIGN_NAME = LS161a
export DESIGN_NICKNAME = LS161a
export VERILOG_FILES = /design/flow/design.v
export SDC_FILE = /design/flow/constraint.sdc
export NUM_CORES = 4
export LEC_CHECK = 1
export CORE_AREA = 10 10 70 70
export DIE_AREA = 0 0 80 80
==> flow/constraint.sdc <==
current_design LS161a

set clk_period 2.2
set clk_io_pct 0.2

create_clock -name clk0 -period $clk_period [get_ports {CLK}]

set non_clock_inputs [all_inputs -no_clocks]
set_input_delay [expr $clk_period * $clk_io_pct] -clock clk0 $non_clock_inputs
set_output_delay [expr $clk_period * $clk_io_pct] -clock clk0 [all_outputs]
==> flow_summary.ini <==
; implementation run metrics
[yosys]
ys_sh_simple = 0.218
ys.flops = 4
ys.warnings.count = 1
synthMuxAreaShare = 0.0460
postSynthAreaPerCell_sq_um = 9.47
ys_area_sq_um = 218
netlist_logic_family_top = simple AND/OR/NAND/NOR gates
ys_sh_aoi = 0.121
adder_share = 0.0575
synthDistinctLibCells = 13
yosys_cells = 23
syn_inst = 23
synth.cellmix.xorXnorShare = 0.0805
syn-cell-area_sq_um = 218
synth_seq_share = 0.460

[final_timing]
whs_ns = 0.400
drv_slew = 0
post-route-min-period_ns = 2.08
rsz0062_at_grt = no
hold_viol = 0
skew_ns = 0.00300
final.setup.tns_ns = 0
relSlewSlack = 0.801
fmax_mhz = 480
period_used_share = 0.946
setup_slack_ns = 0.118
tightest_slew_ns = 0.298
setup_violations = 0

[critical_path]
critical_path.max_stage_delay_ns = 0.52
crit_fanout = 3
arrival_ns = 1.64
crit_type = primary input to primary output
cp.buffers_inverters = 2
crit_path_start_kind = primary input
crit_chain = clkdlybuf4s50_1, and4_2, clkdlybuf4s50_1
slowest_stage = clkdlybuf4s50_1
cp_top_family = buffers and inverters
crit_path_frequent_cell = clkdlybuf4s50_1
required_ns = 1.76
end_kind = primary output

[drt]
antenna_left = 0
vias = 224
viasPerCell = 2.67
drc = 0
drt-total-wl_um = 759
route.met2.wl_um = 133
met1Wirelength_um = 361
top_layer = met4
drt_iter0_drc = 5
wire_per_inst_um = 9.04
first_pass_iters = 4
diodes = 0
dr_wl_met3_um = 252

[cts]
cts_max_path_buffers = 2
cts_tree = done
cts_hold_buffers = 0
cts.repair.resized = 0
root_buffer = clkbuf_4
cts_sinks = 4
insertion_delay_ns = 0.24
htree_num_levels = 1
cts_buffers = 3
clk_pin_slew_worst_paths_ns = 0.04
cts_setup_buffers = 0

[run]
max-cap-violations = 0
tool_warnings = 25

[floorplan]
die_h_um = 80
initCoreUtil = 0.0637
die_w_um = 80
row_count = 21
io_pins = 14
core_area_sq_um = 3420
die_area_sq_um = 6400

[layout]
fin_cells = 84
fillers = 397
reg_top3 = temp x4
largest_reg_flops = 4
syn_to_final_growth_pct = 94.8
logic_area_sq_um = 114
fin_area_sq_um = 424
seqCellArea_sq_um = 100
layout-drive-gt1-share = 0.132
top_register = temp

[place]
place.gp.congestion = 0.808
pre_cts_ws_ns = 0.113
io_buffers = 13
place_area_sq_um = 402
dp.cells = 81

[global_route]
grt-ovfl-total = 0
antenna_found_initial = 0
grt_pass1_wl_um = 1160
grt_max_degree = 9
track_usage = 0.0251
grt_pass1_vias = 232

[power_and_ir_drop]
peakVddDrop_uv = 107
p_leak_uw = 0.000155
power_density_nw_per_um2 = 580

[status]
outcome = completed

[min_path]
worst_hold_path_type = primary input to async pin
[layer usage]
layer | GRT usage | vias to the layer above
met5 | 0 | -
met4 | 0.00352 | 0
met3 | 0.0432 | 2
met2 | 0.0177 | 19
met1 | 0.0307 | 89
li1 | - | 114
[kinds of logic after synthesis]
kind of cell | count (synthesis)
mux | 1
compound gates | 5
xor+xnor | 2
simple gates | 9
flops | 4
buf+inv | 1
fa+ha+maj | 1
[cell usage in the layout (no fill, tap or decap)]
master            n
a21oi_1           3
mux2i_1           1
xor2_1            2
o21ai_0           1
clkdlybuf4s50_1  13
dfrtp_1           4
or3_1             1
nand3_1           2
nor2_1            4
nand2_2           1
a31oi_1           1
ha_1              1
clkbuf_4          3
and4_2            1
[power by group]
group / switching, uW / total (uW) / internal, uW
logic: 20.2 / 60.5 / 40.2
registers: 9.75 / 92.4 / 82.7
clock network: 32.2 / 93.3 / 61.1
[final timing paths]
check	from	to	slack [ns]	cells past startpoint
min in group clk0	temp[3]	temp[3]	0.60	2
worst min register to register	temp[3]	temp[3]	0.60	2
worst max-delay path	ENT	RCO	0.12	3
worst max register to register	temp[0]	temp[2]	1.10	4
max in group asynchronous	CLR_n	temp[0]	1.63	1
worst min-delay path	CLR_n	temp[3]	0.40	1
[synthesized netlist by cell type, drive strengths merged]
master / number / area, sq um
and4: 1 / 10.0
o21ai: 1 / 5.00
mux2i: 1 / 10.0
dfrtp: 4 / 100
a21oi: 3 / 15.0
clkbuf: 1 / 3.75
xor2: 2 / 17.5
or3: 1 / 6.26
a31oi: 1 / 6.26
nand3: 2 / 10.0
nand2: 1 / 6.26
ha: 1 / 12.5
nor2: 4 / 15.0
[through the flow]
step / util / total power [uW]
6_report: 0.124 / 246
5_1_grt: 0.124 / 269
4_1_cts: 0.124 / 251
3_5_place_dp: 0.118 / 153
3_3_place_gp: 0.118 / 152
2_1_floorplan: - / 111
[final cells by class]
cell class | count | share of cell area
repair buffers | 13 | 0.307
multi-input cells | 18 | 0.268
flip-flops and latches | 4 | 0.236
well taps | 46 | 0.136
clock buffers | 3 | 0.0531
Power figures rest on the tool's default switching activity, not on a simulated workload.
